===== design/flow/config.mk =====
export PLATFORM = sky130hd
export DESIGN_NAME = uart_rx
export DESIGN_NICKNAME = uart_rx
export VERILOG_FILES = /design/flow/design.v
export SDC_FILE = /design/flow/constraint.sdc
export NUM_CORES = 4
export LEC_CHECK = 1
export CORE_AREA = 10 10 102 102
export DIE_AREA = 0 0 112 112

===== design/flow/constraint.sdc =====
current_design uart_rx

set clk_period 4.1
set clk_io_pct 0.2

create_clock -name clk0 -period $clk_period [get_ports {i_clk}]

set non_clock_inputs [all_inputs -no_clocks]
set_input_delay [expr $clk_period * $clk_io_pct] -clock clk0 $non_clock_inputs
set_output_delay [expr $clk_period * $clk_io_pct] -clock clk0 [all_outputs]

===== design/flow/design.v =====
`timescale 1ns/1ns
module uart_counter #(
  parameter N = 25,
  parameter W = $clog2(N)
)(
  input           i_clk,
  input           i_rst,
  input           i_ce,
  output  [W-1:0] o_q,
  output          o_ov
);
logic         ov = 0;
logic [W-1:0] q;
  always_ff @(posedge i_clk)
    if (i_rst)
      q <= '0;
    else if (i_ce)
      if (ov)
        q <= '0;
      else
        q <= q + 1'b1;
  always_ff @(posedge i_clk)
    if (i_rst)
      ov <= '0;
    else if (i_ce)
      if (ov)
        ov <= 1'b0;
      else
        ov <= (q == N - 2);
assign  o_q   = q;
assign  o_ov  = ov;
endmodule
`timescale 1ns/1ns
module uart_rx #( 
  parameter F = 50000000,
  parameter BAUD = 115200
) (
  input         i_clk,
  input         i_rst,
  output        o_busy,
  output  [7:0] o_data,
  output        o_valid,
  input         i_ready,
  input         i_rx
);
localparam MOD = (F+BAUD/2)/BAUD;
localparam MOD_LOG = $clog2(MOD);
enum logic [1:0] {
  WAIT,
  START,
  DATA,
  STOP
} state;
logic [MOD_LOG-1:0] ctx_q;
logic [7:0] rxb, data;
logic [2:0] i;
logic       ctx_rst, data_count_rst;
logic       rx_clk, valid, busy;
logic       data_count_ov, data_count_ov_d;
always_ff @(posedge i_clk) begin
  if (i_rst) begin
    state <= WAIT;
    busy  <= 0;
  end
  else begin
    busy  <=  (state != WAIT) ? 1 : 0;
    case (state)
      WAIT: state <= i_rx ? WAIT : START;
      START: state <= rx_clk ? DATA : START;
      DATA: state <= data_count_ov_d ? STOP : DATA;
      STOP: state <= rx_clk ? WAIT : STOP;
      default: state <= WAIT;
    endcase
  end
end
assign ctx_rst = (state == WAIT);
assign rx_clk = (ctx_q == MOD/2);
assign data_count_rst = (state != DATA);
uart_counter #(.N(MOD)) crx (
  .i_clk(i_clk),
  .i_rst(ctx_rst),
  .i_ce(1'b1),
  .o_q(ctx_q),
  .o_ov());
uart_counter #(.N(8)) data_count (
  .i_clk(i_clk),
  .i_rst(data_count_rst),
  .i_ce(rx_clk),
  .o_q(i),
  .o_ov(data_count_ov)
);
always_ff @(posedge i_clk) begin
  if (data_count_ov_d && state == DATA)
    data <= rxb;
  if (rx_clk) begin
    data_count_ov_d <= data_count_ov;
    rxb[i] <= i_rx;
  end
end
always_ff @(posedge i_clk) begin
  if (i_rst)
    valid <= 1'b0;
  else if (data_count_ov_d && state == DATA)
    valid <= 1'b1;
  else if (i_ready)
    valid <= 1'b0;
end
assign  o_busy  = busy;
assign  o_data  = data;
assign  o_valid = valid;
endmodule

===== design/flow/run.sh =====
#!/bin/bash
# OpenROAD 26Q1-2900-gdf79404cd8, Yosys 0.63+post, stock flow scripts
make -C /OpenROAD-flow-scripts/flow DESIGN_CONFIG=/design/flow/config.mk WORK_HOME=/design/flow/orfs finish

==> results.sh <==
# source this file to load flow results
export IMPL_r2r_setup_slack_ns=2.03
export IMPL_synth_top_area_share=0.331
export IMPL_fp_util=0.188
export IMPL_edf_count=17
export IMPL_r2r_end="rxb[0]"
export IMPL_drtIter0Drc=67
export IMPL_grt_max_degree=13
export IMPL_p_leak_nw=0.576
export IMPL_worstSkewPairLatency_ns=0.28
export IMPL_cp_arrival_ns=2.10
export IMPL_rsz0062_at_grt="false"
export IMPL_r2r_start="data_count.q[0]"
export IMPL_rows=33
export IMPL_h_tree_depth=2
export IMPL_final_setup_tns_ns=0
export IMPL_seq_area_frac_synth=0.564
export IMPL_pre_cts_slack_ns=2.06
export IMPL_worstSetupStartpointType="flop"
export IMPL_cp_max_fo=10
export IMPL_cts_setup_buffers=0
export IMPL_status="finished clean"
export IMPL_slowest_stage="dfxtp_1"
export IMPL_cts_max_path_buffers=2
export IMPL_worstSetupPathType="flop to flop"
export IMPL_power_density_nw_per_um2=333
export IMPL_max_stage_delay_ns=0.50
export IMPL_maxCapViolations=0
export IMPL_hold_viol_final=0
export IMPL_crit_start="data_count.q[0]"
export IMPL_root_buffer="clkbuf_8"
export IMPL_ant_nets=0
export IMPL_setup_viol=0
export IMPL_async_flop_share=0
export IMPL_cts_tree="yes"
export IMPL_grt_pass1_wl_um=4830
export IMPL_cts_sinks=35
export IMPL_synthFlopType="dfxtp_1"
export IMPL_end_kind="flop"
export IMPL_post_cts_resized=0
export IMPL_finalCritPeriodShare=0.505
export IMPL_clock_fmax_mhz=483
export IMPL_ys_cells=143
export IMPL_ios=14
export IMPL_synth_distinct_cells=31
export IMPL_drc=0
export IMPL_path_clk_slew_ns=0.07
export IMPL_grt_usage=0.0440
export IMPL_synthCells=143
export IMPL_grt_pass1_vias=1066
export IMPL_firstDrtPassIters=6
export IMPL_crit_required_ns=4.13
export IMPL_num_antenna_cells=0
export IMPL_ctsHoldBuffers=0
export IMPL_syn_area_sq_um=1540
export IMPL_syn2layout_area_growth_pct=21.2
export IMPL_ys_flops=35
export IMPL_grt_overflow_total=0
export IMPL_synthTopCellsByCount="dfxtp_1 (18), edfxtp_1 (17), nand2_1 (13), nor2_1 (12), a21oi_1 (10)"
export IMPL_portBuffers=13
export IMPL_warning_count=32
export IMPL_crit_path_cell_trace="inv_1 > ha_1 > xor2_1 > nand4_1 > mux2_2"
export IMPL_post_route_worst_setup_slack_ns=2.03
export IMPL_fin_crit_ns=2.07
export IMPL_min_to="data[1]"
export IMPL_drive_above_1_share=0.0688
export IMPL_routed_wl_um=2670
export IMPL_vias=1053
export IMPL_reg2regPathDepth=5
export IMPL_fin_skew_ns=0.00534
export IMPL_gp_congestion=0.816
export IMPL_die_width_um=112
export IMPL_hold_path_startpoint="rxb[1]"
export IMPL_power_w=0.000623
export IMPL_yosysWarnings=3
export IMPL_detailed_place_hpwl_um=1880
export IMPL_vias_per_cell=3.97
export IMPL_syn_avg_cell_area_sq_um=10.8
export IMPL_wl_per_cell_um=10.1
export IMPL_area_leaders="edfxtp_1 (33%), dfxtp_1 (23%), ha_1 (7.3%)"
export IMPL_finish_utilization=0.228
export IMPL_cts_buffers=5
export IMPL_chipArea_sq_um=12500
export IMPL_slew_headroom=0.515
export IMPL_hold_path_class="flop to flop"
export IMPL_slew_violations=0
export IMPL_synth_area_yosys_sq_um=1540
export IMPL_top_cell="dfxtp_1"
export IMPL_tightest_slew_ns=0.726
export IMPL_die_height_um=112
export IMPL_top_area_cell="edfxtp_1"
export IMPL_peakVddDrop_mv=0.114
export IMPL_core_sq_um=8220
export IMPL_hold_path_depth=0
export IMPL_grt_antenna_before_repair=0
## cells in the final DEF (no fill, tap or decap), drive strengths merged
cell type and n:
a21oi 10, a22o 2, a31oi 1, and2 1
and3b 1, clkbuf 6, clkdlybuf4s50 13, clkinv 1
clkinvlp 1, dfxtp 18, edfxtp 17, ha 9
inv 9, mux2 2, nand2 13, nand2b 1
nand3 5, nand4 2, nand4b 1, nand4bb 1
nor2 12, nor3 1, nor4 2, o21ai 9
o2bb2ai 4, o31ai 2, or2 1, or3 3
or4 6, or4b 1, xnor2 3, xor2 2
## stage by stage
stage	std cells	instance area [sq um]	hold WS, ns
3_3_place_gp	257	1780	0.441
6_report	265	1870	0.460
3_5_place_dp	257	1780	0.441
5_1_grt	265	1870	0.476
2_1_floorplan	143	1540	0.420
4_1_cts	265	1870	0.462
## per-layer routing
metal | global-route usage | wire (um)
met5 | 0 | 0
met1 | 0.0604 | 1350
met2 | 0.0653 | 1090
met4 | 0.00761 | 40
met3 | 0.0174 | 189
## worst max path at each step
stage	end	slack [ns]	cells after the start
6_report	rxb[0]	2.03	5
5_1_grt	rxb[4]	1.84	3
4_1_cts	rxb[0]	2.03	5
## state kept, by name, indices dropped and copies added, names as in the netlist
name / cells
valid: 1
crx.ov: 1
data: 8
crx.q: 9
rxb: 8
state: 2
busy: 1
data_count_ov_d: 1
data_count.q: 3
data_count.ov: 1
## worst max-delay path: cells and delay by family, from the launching register on
kind / cells / cell delay, ns
and+or+nand+nor: 1 / 0.18
DFF: 1 / 0.50
adders and majority gates: 1 / 0.26
xor gates and xnor gates: 1 / 0.45
buffers and inverters: 1 / 0.15
muxes: 1 / 0.30
## logic make-up after synthesis
kind of cell | synth area share
AND/OR/NAND/NOR | 0.175
adder cells (fa/ha/maj) | 0.0730
flip-flops | 0.564
buffers and inverters | 0.0349
XOR/XNOR | 0.0284
multiplexers | 0.0146
AND-OR/OR-AND | 0.109
## report_power, final
part | switching (W) | internal, W
Sequential | 0.00000320 | 0.000366
Clock | 0.000118 | 0.000119
Combinational | 0.00000879 | 0.00000798
Total | 0.000130 | 0.000493
## area by class of cell
cell class	instances	area (sq um)
clock buffers	6	72.6
clock inverters	2	12.5
fillers	857	6350
inverters	9	33.8
multi-input cells	95	618
flip-flops and latches	35	871
well taps	105	131
repair buffers	13	130
