$ cat /design/flow/design.v
`timescale 1ns/1ns
module control(
  input           i_clk, i_rst,
  output          o_link,
  input   [7:0]   i_eth_rdata,
  input           i_eth_rready,
  output          o_eth_rreq,
  output  [7:0]   o_eth_wdata,
  input           i_eth_wready,
  output          o_eth_wvalid,
  input   [7:0]   i_uart_rdata,
  input           i_uart_rready,
  output          o_uart_rreq,
  output  [7:0]   o_uart_wdata,
  input           i_uart_wready,
  output          o_uart_wvalid
);
wire [7:0] dbg_wdata;
wire dbg_wvalid;
task_manager task_manager(
  .i_clk    (i_clk),
  .i_rst    (i_rst),
  .o_link   (o_link),
  .i_rdata  (i_eth_rdata),
  .i_rready (i_eth_rready),
  .o_rreq   (o_eth_rreq),
  .o_wdata  (o_eth_wdata),
  .i_wready (i_eth_wready),
  .o_wvalid (o_eth_wvalid),
  .o_dbg_wdata(dbg_wdata),
  .o_dbg_wvalid(dbg_wvalid)
);
debug_port debug_port(
  .i_clk    (i_clk),
  .i_rst    (i_rst),
  .i_rdata  (i_uart_rdata),
  .i_rready (i_uart_rready),
  .o_rreq   (o_uart_rreq),
  .i_wready (1),
  .o_wdata  (o_uart_wdata),
  .o_wvalid (o_uart_wvalid),
  .i_dbg_wdata(dbg_wdata),
  .i_dbg_wvalid(dbg_wvalid)
);
endmodule
`timescale 1ns/1ns
module debug_port(
  input           i_clk,      i_rst,
  input   [7:0]   i_rdata,
  input           i_rready,
  output          o_rreq,
  input           i_wready,
  output  [7:0]   o_wdata,
  output          o_wvalid,
  input [7:0]		i_dbg_wdata,
  input 				i_dbg_wvalid
);
localparam  _START_BYTE = 8'h2D;
localparam  _WATCHDOG   = 8'h65;
localparam  _TIME_30s   = 32'h00682eff; 
reg   [7:0] state       = 0;
localparam  IDLE        = 0;
localparam  START       = 1;
localparam  CODE        = 2;
localparam  DONE        = 3;
localparam  NEWLINE		= 4;
localparam  CR				= 5;
reg   [31:0]  watchdog  = 0;
reg   [7:0]   wdata     = 0;
reg           wvalid    = 0;
always @(posedge i_clk) begin
		if(i_wready) begin
			wdata <= i_dbg_wdata;
			wvalid <= i_dbg_wvalid;
		end else begin
			wvalid <= 0;
		end
end
assign      o_wdata   = wdata;
assign      o_wvalid  = wvalid;
endmodule
`timescale 1ns/1ns
module mhp(
  input           i_clk,      i_rst,
  input           i_send,
  output          o_done,
  output				o_ready,  
  input   [7:0]   i_rdata,
  input           i_rready,
  output          o_rreq,
  output  [7:0]   o_wdata,
  input           i_wready,
  output          o_wvalid, 
  output	reg [6:0]	o_rType,
  output reg [7:0]	o_rData,
  output reg [15:0]	o_rSize,
  input [6:0]		i_wType,
  input [7:0]		i_wData,
  input [15:0]		i_wSize,
  output reg 		o_link,
  output reg [7:0] o_dbg_wdata,
  output reg 		o_dbg_wvalid
);
reg   [7:0] state       = 0;
localparam  IDLE        = 0;
localparam  READ        = 1;
localparam  WRITE       = 2;
localparam  WAIT_FOR_DATA	= 12;
localparam  W_DST1		= 13;
localparam  W_DST2		= 14;
localparam  W_SRC1		= 15;
localparam  W_SRC2		= 16;
localparam  W_SIZE1		= 17;
localparam  W_SIZE2		= 18;
localparam  W_DTYPE		= 19;
localparam  W_PAYLOAD	= 20;
localparam  W_SCS1		= 21;
localparam  W_SCS2		= 22;
localparam  R_DST1		= 3;
localparam  R_DST2		= 4;
localparam  R_SRC1		= 5;
localparam  R_SRC2		= 6;
localparam  R_SIZE1		= 7;
localparam  R_SIZE2		= 8;
localparam  R_DTYPE		= 9;
localparam  R_PAYLOAD	= 10;
localparam  R_SCS1		= 11;
localparam  R_SCS2		= 23;
localparam R_XD = 24;
localparam W_WAIT = 25;
reg           done      = 0;
reg           r_req     = 0;
reg   [7:0]   w_data    = 0;
reg           w_valid   = 0;
reg [15:0] 		our_ddr 	= 0;
reg [15:0] 		judge_ddr = 16'hffff;
reg [15:0] 		size = 0;
reg 				dir = 0;
reg [6:0]		Dtype = 0;
reg [15:0] iter_read  = 0;
reg [15:0] scs_acc  = 0;
reg [1:0] scs_bit_sel = 0;
reg [15:0] check_ping = 0;
reg [31:0] wait_cnt = 0;
localparam wait_val = 1000000;
reg send;
always @(posedge i_clk) begin
  if (i_rst) begin
    done    <= 0;
    w_data  <= 0;
    w_valid <= 0;
	 o_dbg_wvalid = 0;
    state   <= IDLE;
  end
  else begin
    case (state)
      IDLE: begin
		  scs_acc <= 0;
		  scs_bit_sel <= 0;
        w_data  <= 0;
        w_valid <= 0;
        done    <= 0;
		  o_link  <= 0;
		  o_dbg_wvalid <= 1;
		  o_dbg_wdata <= "I";
        if (i_rready) begin  
          r_req   <= 1;      
          state   <= R_XD;
			 o_dbg_wvalid <= 1;
        end else
          r_req   <= 0;
			if (send && i_wready) begin
				o_dbg_wvalid <= 1;
				state <= W_DST1;
			end
      end
		R_XD: begin
			state <= R_DST1;
		end
		R_DST1: begin
			check_ping[15:8] <= i_rdata;
		   o_dbg_wdata <= "q";
			r_req   <= 1;
			state <= R_DST2;
		end
		R_DST2: begin
			check_ping[7:0] <= i_rdata;
			o_dbg_wdata <= "w";
			if(check_ping == 16'h0000) begin
				state <= READ;
			end else begin
				state <= R_SRC1;
				our_ddr <= check_ping;
			end
		end
		R_SRC1: begin
			judge_ddr[15:8] <= i_rdata;
			o_dbg_wdata <= "e";
			state <= R_SRC2;
		end
		R_SRC2: begin
			judge_ddr[7:0] <= i_rdata;
		  o_dbg_wdata <= ".";
			state <= R_SIZE1;
		end
		R_SIZE1: begin
			size [15:8] <= i_rdata;
			state <= R_SIZE2;
		end
		R_SIZE2: begin
			size [7:0] <= i_rdata;
			state <= R_DTYPE;
		end
		R_DTYPE: begin
			dir <= i_rdata[7];
			Dtype <= i_rdata[6:0];
			iter_read <= 0;
			if(size == 0)
				state <= R_SCS1;
			else
				state <= R_PAYLOAD;
		end
		R_PAYLOAD: begin
			o_rData <= i_rdata;
			if (iter_read == size-1) begin  
				state <= R_SCS1;
			end
		end
		R_SCS1: begin
			state <= R_SCS2;
		end
		R_SCS2: begin
			if(!i_rready) begin
				r_req <= 0; 
				state <= IDLE;
			end else
				r_req <= 1;
		end
		WAIT_FOR_DATA: begin
		o_dbg_wdata <= "F";
		scs_acc <= 0;
		scs_bit_sel <= 0;
		if(send && i_wready) begin  
			state <= W_DST1;
			o_dbg_wvalid <= 1;
		end
		end
		W_DST1: begin
			w_valid <= 1;
			o_link <= 1;
			o_dbg_wdata <= "1";
			w_data <= 8'hff;
			state <= W_DST2;
		end
		W_DST2: begin
			o_dbg_wdata <= "2";
			w_data <= 8'hff;
			state <= W_SRC1;
		end
		W_SRC1: begin
			o_dbg_wdata <= "3";
			w_data <= 8'h00;
			state <= W_SRC2;
		end
		W_SRC2: begin
			o_dbg_wdata <= "4";
			w_data <= 8'h00;
			state <= W_SIZE1;
		end
		W_SIZE1: begin
			o_dbg_wdata <= "5";
			w_data <= 8'h00;
			state <= W_SIZE2;
		end
		W_SIZE2: begin
			o_dbg_wdata <= "6";
			w_data <= 8'h00;
			state <= W_DTYPE;
		end
		W_DTYPE: begin
			o_dbg_wdata <= "7";
			w_data <= 8'h83;  
			if(size == 0) begin
				state <= W_SCS1;
			end else
				state <= W_PAYLOAD;
		end
		W_PAYLOAD: begin
			o_dbg_wdata <= "8";
			w_data <= i_wData;
			if (iter_read == size-1) begin  
				state <= W_SCS1;
			end
		end
		W_SCS1: begin
			o_dbg_wdata <= "9";
			w_data <= 8'h05; 
			state <= W_SCS2;
		end
		W_SCS2: begin
			o_dbg_wdata <= "0";
			w_data <= 8'h09;
			send <= 0;
			state <= W_WAIT;
		end
      READ: begin
		  o_dbg_wdata <= "R";
        if (i_rready)  
          r_req   <= 1;
        else begin
          r_req   <= 0;
          done    <= 1;
          state   <= WRITE;
        end
      end
      WRITE: begin     
			 o_dbg_wvalid <= 1;
        if (i_wready) begin
          w_valid <= 1;
			 send <= 1;
		    o_dbg_wdata <= "W";
			 wait_cnt <= 0;
          state   <=  W_WAIT;
        end
      end
		W_WAIT: begin
		w_valid <= 0;  
		  o_dbg_wvalid <= 1;
		  o_dbg_wdata <= "Z";
			wait_cnt <= wait_cnt + 1;
			if(wait_cnt == wait_val)begin
				state <= IDLE;
				wait_cnt <= 0;
			end
		end
    endcase
  end
end
assign    o_done   = done;
assign    o_rreq   = r_req;
assign    o_wdata  = w_data;
assign    o_wvalid = w_valid;
endmodule
module task_manager(
  input           i_clk,      i_rst,
  output          o_link,
  input   [7:0]   i_rdata,
  input           i_rready,
  output          o_rreq,
  output  [7:0]   o_wdata,
  input           i_wready,
  output          o_wvalid,
  output [7:0] 	o_dbg_wdata,
  output 			o_dbg_wvalid
);
reg [1:0]     state     = 0;
localparam    IDLE      = 0;
localparam    CONNECTED = 1;
localparam    LINKED    = 2;
wire          done;
wire 				link;
reg           send     = 0;
always @(posedge i_clk) begin
end
mhp protocol(
  .i_clk    (i_clk),
  .i_rst    (i_rst),
  .i_send   (0),
  .o_done   (done),
  .i_rdata  (i_rdata),
  .i_rready (i_rready),
  .o_rreq   (o_rreq),
  .o_wdata  (o_wdata),
  .i_wready (i_wready),
  .o_wvalid (o_wvalid),
  .o_link (link),
  .o_dbg_wdata(o_dbg_wdata),
  .o_dbg_wvalid(o_dbg_wvalid)
);
assign  o_link  = link;
endmodule
$ cat /design/flow/run.sh
#!/bin/bash
# OpenROAD 26Q1-2900-gdf79404cd8, Yosys 0.63+post, stock flow scripts
make -C /OpenROAD-flow-scripts/flow DESIGN_CONFIG=/design/flow/config.mk WORK_HOME=/design/flow/orfs finish
$ cat /design/flow/config.mk
export PLATFORM = sky130hd
export DESIGN_NAME = control
export DESIGN_NICKNAME = control
export VERILOG_FILES = /design/flow/design.v
export SDC_FILE = /design/flow/constraint.sdc
export NUM_CORES = 4
export LEC_CHECK = 1
export CORE_UTILIZATION = 30
$ cat /design/flow/constraint.sdc
current_design control

set clk_period 6.0
set clk_io_pct 0.2

create_clock -name clk0 -period $clk_period [get_ports {i_clk}]

set non_clock_inputs [all_inputs -no_clocks]
set_input_delay [expr $clk_period * $clk_io_pct] -clock clk0 $non_clock_inputs
set_output_delay [expr $clk_period * $clk_io_pct] -clock clk0 [all_outputs]
==> reports/results.env <==
MAX-VDD-IR-DROP_mV=0.181
INSERTEDDIODECOUNT=0
DIE_W_UM=129
CTSRESIZECOUNT=0
ENABLE_FLOP_CELLS=74
GRT_MAX_DEGREE=43
RSZ_0062_RAISED_AFTER_GLOBAL_ROUTING='false'
FINAL_MIN_PERIOD_OVER_CLOCK_PERIOD_PCT=49.6
CTS_SINKS=94
AREA_GROWTH_PCT=16.5
DETAILEDPLACE.WORSTSLACK_NS=2.70
CP_MAX_FO=6
GRT_USAGE_PCT=12.6
CRIT_TYPE='input port to flip-flop'
POST_SYNTHESIS_INSTANCE_AREA_UM2=4810
SYNTH_ASYNC_SR_FLOP_SHARE_PCT=0
DIE-AREA_UM2=16500
HPWL_UM=6340
CRITPATHREQUIREDTIME_NS=6.24
DRT_ITER0_MARKERS=335
POST_SYNTH_MAIN_AREA_CONTRIBUTORS='edfxtp_1, dfxtp_1, nor2_1'
POST-SYNTH-TOP-AREA-CELL='edfxtp_1'
TOOL_WARNINGS=36
VIA_PER_INST=5.15
DRIVE_GT1_SHARE_PCT=8.92
MAX_SLEW.WORST_PIN.SLEW_NS=0.900
ROWS=45
MULTIINPUTGATEAREA_UM2=1970
RUN_STATUS='finished clean'
FIRSTDRTPASSITERS=5
CP-START-KIND='input port'
SYNTHCELLS=458
WL_PER_CELL_UM=13.7
CORE-AREA_UM2=15400
TOTALNEGATIVESETUPSLACK_NS=0
SLEW_HEADROOM_PCT=39.4
N_FILL_CELL=1498
CTS.HTREE.LEVELS=3
CLK_PATH_BUF_DEPTH=2
POSTSYNTHAREAPERCELL_UM2=10.5
DRV.MAX_CAP_VIOLATION_COUNT=0
WORSTPATHCELLLIST='clkdlybuf4s50_1 -> and2_1 -> nor3_1 -> a2111oi_4 -> nand3_1 -> o311a_1'
PLACE_INST=677
CRIT_PATH_END_KIND='flip-flop'
LAYOUTNONFILLERINSTCOUNT=693
POSTCTSSETUPBUFFERS=0
SYNTH_CELL_TYPES=62
FMAX_MHz=336
ANTENNA_VIOLATING_NETS_POST_ROUTE=0
CLKTRANSATPATHREGS_NS=0.06
ANTENNA_VIOLATIONS_BEFORE_REPAIR=0
SLOWEST_STAGE_CELL_CP='clkdlybuf4s50_1'
PERIOD_MINUS_SLACK_NS=2.98
MIN-DELAY-PATH-CLASS='flip-flop to flip-flop'
TIMING.FINAL.MAX_SLEW_VIOLATIONS=0
POST-ROUTE-WORST-SETUP-SLACK_NS=3.02
VIA_COUNT=3567
IO_BUFFER_COUNT=30
CELL_LEAKAGE_POWER_nW=1.79
LAYOUT.CELLS.MOST_COMMON='edfxtp_1'
NUMSYNTHFLOPS=94
YOSYSTOPAREACELLSHARE_PCT=46.2
TOTAL_CLOCK_BUFFERS_CREATED_BY_CTS=9
CRIT_PATH_MAX_INCR_DELAY_NS=0.60
DIE-HEIGHT_UM=129
FLOORPLAN.INITIALDENSITY_PCT=31.2
LAYOUT_TOP_CELLS='edfxtp_1, nor2_1, nand2_1, clkdlybuf4s50_1, a21oi_1'
TIMING_HOLD_VIOLATIONS_FINAL=0
DRT-TOTAL-WL_UM=9530
POST_CTS_HOLD_BUFFER_COUNT=0
CTSROOTBUFFERMASTER='clkbuf_16'
FINAL-SEQ-AREA_UM2=2620
FINCLKSKEW_NS=0.00629
FINAL_REPLACE_WEIGHTED_CONGESTION=0.859
WORSTPATHARRIVAL_NS=3.21
YOSYS-STAT-AREA_UM2=4810
YS_SEQ_SHARE_PCT=54.5
ROUTE.DETAILED.DRC=0
GRT_PASS1_WL_UM=16200
POWER-PER-CELL-AREA_nW_PER_UM2=408
I_O_PIN_CNT=43
REPORT.FINAL.SETUP_VIOL=0
WORST_SKEW_PAIR.LATE_LATENCY_NS=0.35
GLOBALROUTEOVERFLOWTOTAL=0
VIA_COUNT_OF_THE_FIRST_GLOBAL_ROUTING_PASS=3301
YOSYSWARNINGCOUNT=14
SYNTH-CELLS-YOSYS=458
YS_DOMINANT_REG_CELL='edfxtp_1'
TRITONCTS='done'
layout make-up:
type                       instances  area share, %
clock buffer                       9           4.02
sequential                        94           46.8
multi-input combinational        320           35.1
inverter                          10          0.670
tap                              211           4.71
timing repair buffer              42           6.97
clock inverter                     7           1.68
registers in the layout, indices dropped and copies added (netlist names):
name and cells:
task_manager.protocol.o_dbg_wvalid 1, task_manager.protocol.r_req 1, task_manager.protocol.w_valid 1, task_manager.protocol.o_link 1, task_manager.protocol.size 16, task_manager.protocol.w_data 5
task_manager.protocol.send 1, task_manager.protocol.state 5, task_manager.protocol.wait_cnt 32, debug_port.wvalid 1, task_manager.protocol.o_dbg_wdata 7, task_manager.protocol.check_ping 16
debug_port.wdata 7
metrics by stage:
stage	total power [mW]	hold slack [ns]	util (%)	instance area [µm²]
after floorplan	1.47	0.323	-	4810
after global placement	1.68	0.327	34.2	5280
after detailed placement	1.68	0.327	34.2	5280
after CTS	2.30	0.342	36.3	5600
after global routing	2.42	0.349	36.3	5600
final	2.28	0.340	36.3	5600
critical path, delay by kind of cell:
family          cells  cell delay (ns)
simple gates        3             0.52
buf+inv             1             0.60
compound gates      2             0.89
cell usage after synthesis (all sizes together), types with 3 or more instances:
master   instances
edfxtp          74
nor2            49
nand2           33
a21oi           26
buf             23
nor3            23
o21ai           23
nor4            22
dfxtp           20
xnor2           20
clkbuf          12
nand3           12
nand4           12
inv              9
nand2b           9
xor2             8
and2             6
nor4b            6
and3             5
o22ai            5
a31oi            4
or2              4
a2111oi          3
a211o            3
a22oi            3
a2bb2oi          3
a311oi           3
and4             3
mux2i            3
nor2b            3
o211ai           3
o221a            3
or3              3
power by group:
part | internal [mW] | leakage, nW | total [mW] | switching, mW
Sequential | 0.834 | 0.822 | 0.888 | 0.0537
Combinational | 0.330 | 0.811 | 0.791 | 0.461
Clock | 0.365 | 0.154 | 0.604 | 0.239
path summary, 6_finish.rpt:
check / start / to / slack (ns) / cells after the start
hold reg to reg: task_manager.protocol.o_dbg_wdata[6]$_DFFE_PP_ / debug_port.wdata[6]$_DFF_P_ / 0.34 / 0
setup reg to reg: task_manager.protocol.state[3]$_SDFFE_PP0P_ / task_manager.protocol.state[2]$_SDFFE_PP0P_ / 3.18 / 7
setup / recovery: i_eth_wready / task_manager.protocol.state[0]$_SDFFE_PP0P_ / 3.02 / 6
hold / removal: task_manager.protocol.o_dbg_wdata[6]$_DFFE_PP_ / debug_port.wdata[6]$_DFF_P_ / 0.34 / 0
routing by layer:
layer  share of wire [%]  GRT usage (%)
met2                  43           17.4
met4                 1.5           1.80
met5                   0              0
met3                 8.2           4.15
met1                  48           20.6
kinds of logic after synthesis:
logic type,after synthesis,share of synthesized area (%)
AND-OR/OR-AND,91,13.2
XOR/XNOR,28,5.10
adder cells (fa/ha/maj),2,0.520
buffers and inverters,45,4.66
flip-flops,94,54.5
multiplexers,3,0.625
other,1,0.0780
AND/OR/NAND/NOR,194,21.3
Power is estimated from default activity; no workload was simulated.
