--- flow/config.mk ---
export PLATFORM = sky130hd
export DESIGN_NAME = crc
export DESIGN_NICKNAME = crc
export VERILOG_FILES = /design/flow/design.v
export SDC_FILE = /design/flow/constraint.sdc
export NUM_CORES = 4
export LEC_CHECK = 1
export CORE_UTILIZATION = 30
--- flow/constraint.sdc ---
current_design crc

set clk_period 2.8
set clk_io_pct 0.2

create_clock -name clk0 -period $clk_period [get_ports {clk}]

set non_clock_inputs [all_inputs -no_clocks]
set_input_delay [expr $clk_period * $clk_io_pct] -clock clk0 $non_clock_inputs
set_output_delay [expr $clk_period * $clk_io_pct] -clock clk0 [all_outputs]
--- flow/design.v ---
`timescale 1ns/1ns
module crc (
    input wire clk,
    input wire rst,
    input wire [1:0]d,
    input wire sop,
    input wire eop,
    output logic [1:0]d_out,
    output logic sop_out,
    output logic eop_out
);
    parameter N = 32;
    logic [31:0]pol = 32'h04C11DB7;
    logic [1:0]d_r;
    logic sop_r, eop_r;
    logic [31:0]c;
    logic [15:0][1:0]c_r;
    logic fb0, fb1;
    logic [4:0]cnt;
    enum logic [1:0] {
        IDLE,
        EVAL,
        ADD
	} state;
    always_ff @(posedge clk or posedge rst)
        if (rst)
            {sop_r, eop_r} <= '0;
        else
            {sop_r, eop_r} <= {sop, eop};
    always_ff @(posedge clk)
        d_r <= d;
    always_ff @(posedge clk or posedge rst)
        if (rst)
            state <= IDLE;
        else case (state)
            IDLE: state <= sop ? EVAL : IDLE;
            EVAL: state <= eop_r ? ADD : EVAL;
            ADD:  state <= &cnt[3:0] ? IDLE : ADD;
            default: state <= IDLE;
        endcase
    assign fb0 = c[30] ^ d[1];
    assign fb1 = c[31] ^ d[0];
    always_ff @(posedge clk)
        if (state == IDLE && !sop)
            c <= '1;
        else begin
            c[0] <= fb0;
            c[1] <= fb0 ^ fb1;
            for (int i = 2; i < N; i++)
                c[i] <= c[i-2] ^ (fb0 & pol[i]) ^ (fb1 & pol[i-1]);
        end
	genvar a, b;
	generate
        for (a = 0; a < 16; a++) begin : BIT_REV
            for (b = 0; b < 2; b++) begin : BIT_REV_1
			    always_ff @(posedge clk)
				    if (eop_r)
					    c_r[a][b] <= ~c[31-2*a-b];
            end
        end
	endgenerate
    always_ff @(posedge clk)
        if (state == IDLE)
            cnt <= '0;
        else if (state == ADD)
            cnt <= cnt + 5'd1;
    always_ff @(posedge clk)
        d_out <= (state == EVAL) ? d_r : c_r[cnt[3:0]];
    always_ff @(posedge clk or posedge rst)
        if (rst)
            {sop_out, eop_out} <= '0;
        else
            {sop_out, eop_out} <= {sop_r, &cnt[3:0]};
endmodule
--- flow/run.sh ---
#!/bin/bash
# OpenROAD 26Q1-2900-gdf79404cd8, Yosys 0.63+post, stock flow scripts
make -C /OpenROAD-flow-scripts/flow DESIGN_CONFIG=/design/flow/config.mk WORK_HOME=/design/flow/orfs finish
==> GITHUB_STEP_SUMMARY <==
## Synthesis and layout report

| Metric | Value |
|---|---|
| Status | `finished clean` |
| Initial antenna violation count | `0` |
| Tool warnings | `25` |
| Inserted Clock Buffers | `9` |
| Largest net degree at the start of global routing | `35` |
| Die height | `101 um` |
| Reg-to-reg slack, setup | `0.89 ns` |
| Largest area contributor in the netlist | `edfxtp_1` |
| PortBufs | `9` |
| Placed standard-cell area | `0.00314 mm^2` |
| Area share, top type | `33.0%` |
| Async SR Flop Fraction | `8.86%` |
| WS Path Type | `reg -> reg` |
| DRT iter0 DRCs | `110` |
| Relative slew slack | `59.9%` |
| Period minus WS final | `1.91 ns` |
| Hold_buf cts | `0` |
| # rows | `35` |
| Clk sink count | `79` |
| Number of antenna diodes | `0` |
| Unrepaired setup endpoints after global routing | `false` |
| Number of enable flip-flop cells | `32` |
| Final ANT Viol Nets | `0` |
| Ys flop type | `dfxtp_1` |
| Die X | `101 um` |
| GRT overflow | `0` |
| Max VDD drop | `0.000329 V` |
| Syn Inst Count | `232` |
| Top cells by area | `edfxtp_1, dfxtp_1, dfrtp_1, inv_1, mux4_1` |
| I/O Pins | `10` |
| Cts repair resizes | `0` |
| HPWL Detailed | `2.65 mm` |
| Final worst setup slack | `0.891 ns` |
| Max-capacitance violation count | `0` |
| Layout cells sized above 1 | `11.5%` |
| Longest Clk Path Bufs | `2` |
| Hold WC Path Type | `reg -> reg` |
| Routed vias/inst | `3.88` |
| Synth-to-Final Area Change | `15.4%` |
| CP Data Required Time | `3.03 ns` |
| All-Layer GR Usage | `9.42%` |
| TritonCTS clock tree | `built` |
| GPL Wtd Cong | `0.728` |
| First-pass GRT wire length | `7.04 mm` |
| Setup_tns | `0 ns` |
| Yosys Warn Count | `1` |
| Pre-CTS setup slack | `0.687 ns` |
| Fillers | `869` |
| Clk slew on worst S/H paths | `0.08 ns` |
| Ys cells | `232` |
| H-tree Lvls | `3` |
| F_max | `524 MHz` |
| Leakage | `1.44 nW` |
| Root buf cell | `clkbuf_8` |
| Drt first pass iters | `4` |
| Via count | `1482` |
| Register share after synthesis | `66.6%` |
| Critical Path AT | `2.14 ns` |
| Utilization after layout | `36.0%` |
| Worst clock skew | `0.00619 ns` |
| Post-synth regs | `79` |
| Post-Syn Area | `0.00291 mm^2` |
| Initial Util | `31.2%` |
| Syn_area_per_cell | `12.5 um^2` |
| Routed WL per cell | `11.1 um` |
| DRT Wirelength | `4.26 mm` |
| Post-route cell area | `0.00336 mm^2` |
| Cycle use final | `68.2%` |
| Number of remaining DRC errors | `0` |
| CP Capture Type | `flop` |
| Worst-Margin Slew | `0.601 ns` |
| Vias in the first global route | `1414` |
| YS chip area | `0.00291 mm^2` |
| Max Slew Vio Count | `0` |
| PD cells | `1220 mW/mm^2` |
| Core ar. | `0.00933 mm^2` |
| Fin. Hold Viols | `0` |
| Startpoint types | `flop` |
| Worst skew pair latency | `0.34 ns` |
| Crit Path Max Fanout | `11` |
| Setup bufs post-CTS | `0` |
| Finish-stage setup viols | `0` |
| Distinct lib cells | `30` |
| Die ar. | `0.0101 mm^2` |
-- cell usage after synthesis (all sizes together), types with 3 or more instances --
library cell,count
nand2b,3
mux2i,5
o21ai,18
dfrtp,6
xor2,5
clkbuf,5
xnor2,7
and2,13
edfxtp,32
inv,36
dfxtp,40
nor2,17
mux4,6
buf,3
nand2,23
-- power breakdown --
group / switching (mW) / internal (mW) / total (mW) / leakage [nW]
Combinational: 0.492 / 0.624 / 1.12 / 0.590
Clock: 0.396 / 0.526 / 0.922 / 0.110
Sequential: 0.312 / 1.74 / 2.06 / 0.738
-- area by class of cell --
cell class / count / area (um^2) / area share [%]
Clock buffer: 11 / 141 / 4.21
Clock inverter: 5 / 81.3 / 2.42
Inverter: 36 / 135 / 4.02
Multi-Input combinational cell: 109 / 783 / 23.3
Sequential cell: 79 / 1940 / 57.7
Tap cell: 129 / 161 / 4.80
Timing Repair Buffer: 13 / 120 / 3.57
-- sequential cells by signal (all words and copies together), names as in the netlist --
register,cells
c,32
c_r,32
cnt,4
d_out,2
d_r,2
eop_out,1
eop_r,1
sop_out,1
sop_r,1
state,3
-- final timing paths --
kind,depth (start not counted),endpoint,start
worst max-delay path,4,d_out[0],cnt[0]
worst min-delay path,0,sop_out,sop_r
worst max register to register,4,d_out[0],cnt[0]
worst min register to register,0,sop_out,sop_r
max in group asynchronous,2,state[0],rst
min in group asynchronous,2,sop_out,rst
-- cell families after synthesis --
group	Yosys count	share of synthesized area, %
and+or+nand+nor	61	9.93
DFF	79	66.6
buffers and inverters	44	6.53
AOI/OAI and AO/OA	22	4.13
muxes	13	7.65
xor gates and xnor gates	12	4.77
adders and majority gates	1	0.430
-- worst max-delay path: stages, from the launching register on --
cell	delay, ns
dfxtp_1	0.62
mux4_1	0.63
mux2_2	0.28
o22ai_1	0.19
o21ai_1	0.07
-- cells in the final DEF (no fill, tap or decap), drive strengths merged, types with 6 or more instances in the layout --
cell / Yosys / layout
and2: 13 / 13
clkbuf: 5 / 11
o21ai: 18 / 18
dfxtp: 40 / 40
nor2: 17 / 17
edfxtp: 32 / 32
inv: 36 / 36
nand2: 23 / 23
xnor2: 7 / 7
clkdlybuf4s50: 0 / 9
dfrtp: 6 / 6
mux4: 6 / 6
-- routing by layer --
layer,global-route usage [%],vias to the layer above,part of all wire (%)
li1,-,783,-
met1,15.4,663,52
met2,13.1,24,40
met3,2.47,12,4.9
met4,2.23,0,3.0
met5,0,-,0
-- metrics by stage --
| stage | cells | power, mW | hold slack (ns) |
|---|---|---|---|
| 4_1_cts | 382 | 4.15 | 0.360 |
| 3_3_place_gp | 366 | 3.19 | 0.334 |
| 6_report | 382 | 4.09 | 0.354 |
| 2_1_floorplan | 232 | 2.95 | 0.331 |
| 5_1_grt | 382 | 4.41 | 0.374 |
| 3_5_place_dp | 366 | 3.22 | 0.344 |
Power is estimated from default activity; no workload was simulated.
